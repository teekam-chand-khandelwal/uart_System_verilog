$ cat config.mk
export PLATFORM = sky130hd
export DESIGN_NAME = uart
export DESIGN_NICKNAME = uart
export VERILOG_FILES = /design/flow/design.v
export SDC_FILE = /design/flow/constraint.sdc
export NUM_CORES = 4
export LEC_CHECK = 1
export CORE_UTILIZATION = 40
$ cat constraint.sdc
current_design uart

set clk_period 3.4
set clk_io_pct 0.2

create_clock -name clk0 -period $clk_period [get_ports {clk}]

set non_clock_inputs [all_inputs -no_clocks]
set_input_delay [expr $clk_period * $clk_io_pct] -clock clk0 $non_clock_inputs
set_output_delay [expr $clk_period * $clk_io_pct] -clock clk0 [all_outputs]
$ cat design.v
module uart(clk,rst,rx,tx_data_in,start,rx_data_out,tx,tx_active,done_tx);
parameter clk_freq = 50000000;  
parameter baud_rate = 19200;  
parameter clock_divide = (clk_freq/baud_rate);
  input clk,rst; 
  input rx;
  input [7:0] tx_data_in;
  input start;
  output tx; 
  output [7:0] rx_data_out;
  output tx_active;
  output done_tx;
uart_rx 
       #(.clk_freq(clk_freq),
	 .baud_rate(baud_rate)
	)
      receiver
             (
              .clk(clk),
	      .rst(rst),
	      .rx(rx),
	      .rx_data_out(rx_data_out)
             );
uart_tx 
       #(.clk_freq(clk_freq),
	 .baud_rate(baud_rate)
        )
      transmitter			 
               (               
                .clk(clk),
		.rst(rst),
		.start(start),
		.tx_data_in(tx_data_in),
		.tx(tx),
		.tx_active(tx_active),
		.done_tx(done_tx)
               );
endmodule
module uart_tx(clk,rst,start,tx_data_in,tx,tx_active,done_tx);
parameter clk_freq = 50000000;  
parameter baud_rate = 19200;  
input clk,rst;
input start;
input [7:0] tx_data_in;
output tx;
output tx_active;
output logic done_tx;
localparam clock_divide = (clk_freq/baud_rate);
enum bit [2:0]{ tx_IDLE = 3'b000,
                tx_START = 3'b001,
		tx_DATA = 3'b010,
	        tx_STOP = 3'b011,
		tx_DONE = 3'b100 } tx_STATE, tx_NEXT;
logic [11:0] clk_div_reg,clk_div_next;
logic [7:0] tx_data_reg, tx_data_next;
logic tx_out_reg,tx_out_next;
logic [2:0] index_bit_reg,index_bit_next;
assign tx_active = (tx_STATE == tx_DATA);
assign tx = tx_out_reg;
always_ff @(posedge clk) begin
if(rst) begin
tx_STATE <= tx_IDLE;
clk_div_reg <= 0;
tx_out_reg <= 0;
tx_data_reg <= 0;
index_bit_reg <= 0;
end
else begin
tx_STATE <= tx_NEXT;
clk_div_reg <= clk_div_next;
tx_out_reg <= tx_out_next;
tx_data_reg <= tx_data_next;
index_bit_reg <= index_bit_next;
end
end
always @(*) begin
tx_NEXT = tx_STATE;
clk_div_next = clk_div_reg;
tx_out_next = tx_out_reg;
tx_data_next = tx_data_reg;
index_bit_next = index_bit_reg;
done_tx = 0;
case(tx_STATE)
tx_IDLE: begin
tx_out_next = 1;
clk_div_next = 0;
index_bit_next = 0;
if(start == 1) begin
tx_data_next = tx_data_in;
tx_NEXT = tx_START;
end
else begin
tx_NEXT = tx_IDLE;
end
end
tx_START: begin
tx_out_next = 0;
if(clk_div_reg < clock_divide-1) begin
clk_div_next = clk_div_reg + 1'b1;
tx_NEXT = tx_START;
end
else begin
clk_div_next = 0;
tx_NEXT = tx_DATA;
end
end
tx_DATA: begin
tx_out_next = tx_data_reg[index_bit_reg];
if(clk_div_reg < clock_divide-1) begin
clk_div_next = clk_div_reg + 1'b1;
tx_NEXT = tx_DATA;
end
else begin
clk_div_next = 0;
if(index_bit_reg < 7) begin
index_bit_next = index_bit_reg + 1'b1;
tx_NEXT = tx_DATA;
end
else begin
index_bit_next = 0;
tx_NEXT = tx_STOP; 
end
end
end
tx_STOP: begin
tx_out_next = 1;
if(clk_div_reg < clock_divide-1) begin
clk_div_next = clk_div_reg + 1'b1;
tx_NEXT = tx_STOP;
end
else begin
clk_div_next = 0;
tx_NEXT = tx_DONE;
end
end
tx_DONE: begin
done_tx = 1;
tx_NEXT = tx_IDLE;
end
default: tx_NEXT = tx_IDLE;
endcase
end
endmodule 
module uart_rx(clk,rst,rx,rx_data_out);
parameter clk_freq = 50000000;  
parameter baud_rate = 19200;  
input clk;
input rst;
input rx;
output [7:0] rx_data_out;
localparam clock_divide = (clk_freq/baud_rate);
enum bit [2:0] { rx_IDLE = 3'b000,
                 rx_START = 3'b001,
		 rx_DATA = 3'b010,
		 rx_STOP = 3'b011,
		 rx_DONE = 3'b100 } rx_STATE, rx_NEXT;
logic [11:0] clk_div_reg,clk_div_next;
logic [7:0] rx_data_reg,rx_data_next;
logic [2:0] index_bit_reg,index_bit_next;
always_ff @(posedge clk) begin
if(rst) begin
rx_STATE <= rx_IDLE;
clk_div_reg <= 0;
rx_data_reg <= 0;
index_bit_reg <= 0;
end
else begin
rx_STATE <= rx_NEXT;
clk_div_reg <= clk_div_next;
rx_data_reg <= rx_data_next;
index_bit_reg <= index_bit_next;
end
end
always @(*) begin
rx_NEXT = rx_STATE;
clk_div_next = clk_div_reg;
rx_data_next = rx_data_reg;
index_bit_next = index_bit_reg;
case(rx_STATE)					 
rx_IDLE: begin
clk_div_next = 0;
index_bit_next = 0;
if(rx == 0) begin
rx_NEXT = rx_START;
end
else begin
rx_NEXT = rx_IDLE;
end
end
rx_START: begin
if(clk_div_reg == (clock_divide-1)/2) begin
if(rx == 0) begin
clk_div_next = 0;
rx_NEXT = rx_DATA;
end
else begin
rx_NEXT = rx_IDLE;
end
end
else begin
clk_div_next = clk_div_reg + 1'b1;
rx_NEXT = rx_START;
end
end
rx_DATA: begin
if(clk_div_reg < clock_divide-1) begin
clk_div_next = clk_div_reg + 1'b1;
rx_NEXT = rx_DATA;
end
else begin
clk_div_next = 0;
rx_data_next[index_bit_reg] = rx;
if(index_bit_reg < 7) begin
index_bit_next = index_bit_reg + 1'b1;
rx_NEXT = rx_DATA;
end
else begin
index_bit_next = 0;
rx_NEXT = rx_STOP;
end
end
end
rx_STOP: begin
if(clk_div_reg < clock_divide - 1) begin
clk_div_next = clk_div_reg + 1'b1;
rx_NEXT = rx_STOP;
end
else begin
clk_div_next = 0;
rx_NEXT = rx_DONE;
end
end
rx_DONE: begin
rx_NEXT = rx_IDLE;
end
default: rx_NEXT = rx_IDLE;
endcase
end
assign rx_data_out = rx_data_reg;
endmodule
$ cat run.sh
#!/bin/bash
# OpenROAD 26Q1-2900-gdf79404cd8, Yosys 0.63+post, stock flow scripts
make -C /OpenROAD-flow-scripts/flow DESIGN_CONFIG=/design/flow/config.mk WORK_HOME=/design/flow/orfs finish
==> summary.txt <==
flow finished, numbers: proportion of synthesized area in mux cells 3.20%, placement-stage cell area 3000 sq um, top cell family by delay on the critical path simple AND/OR/NAND/NOR gates, post-synthesis xor/xnor area fraction 6.16%, crit-path cells or4_4 -> o31a_1 -> o22ai_2 -> or4b_1 -> a31oi_1, via count of the first global-routing pass 2026, Routed Wire Length 5160 um, FA/HA/MAJ Cells, Area Fraction 3.71%, proportion of synthesized flip-flops having asynchronous set or reset 0%, Final Wtd Congestion 0.816, IR Drop Worst-Case VDD 0.220 mV, number of distinct library cells after synthesis 49, Rel. slew slack 48.2%, Critical Path Source Type flop, Non-Filler Cell Area, Final 3140 sq um, status complete, no violations, top logic cell by instance count in the layout sky130_fd_sc_hd__dfxtp_1, reg-to-reg setup timing slack 1280 ps, Antenna Violating Nets Remaining 0, Worst EP arrival 2370 ps, number of endpoints with negative hold slack in the final report 0, Sink Count 57, power density cells 399 nW/um^2, post-placement setup slack 959 ps, maximum fanout count along the critical path 5, quantity of hold-fixing buffers added after cts 0, number of buffers between clock root and the deepest sink 2, DR vias/cell 5.30, average wire length per cell after detail routing 12.4 um, setup repair after global routing missed its margin no, clock input transition at the sequential cells of the worst setup and hold paths 60 ps, proportion of layout cells with a drive suffix above 1 5.59%, slowest cell on the critical path sky130_fd_sc_hd__or4_4, worst-margin pin slew 772 ps, fmax 472 MHz, worst hold path type flop to flop, wire length of the first global-routing pass 9290 um, depth of the worst hold-timing path 1, peak per-stage delay on the critical path 580 ps, dominant logic cell types in the final layout 57 x sky130_fd_sc_hd__dfxtp_1, 33 x sky130_fd_sc_hd__nor2_1, 28 x sky130_fd_sc_hd__nand2_1, total I/O pin count 23, Synth Warn # 2, count of TritonRoute iterations in the first routing pass 23, stage-log warning count 29, estimated wirelength of the detail-placed design 3520 um, total of max-cap violations 0, total die area 7080 sq um, die height 84.2 um, cell count after synthesis 311, Leak Pwr 1.10 nW, Vias 2209, maximum number of pins on one net before global-route repair 23, number of placement rows 29, critical path endpoint category flop, Main logic family simple AND/OR/NAND/NOR gates, overall routing resource usage 16.2%, summed negative setup slack over all endpoints 0 ps, post-synthesis compound-gate area fraction 17.4%, TritonCTS clock tree built, Post-synth seq share 42.3%, total of endpoints with negative setup slack in the final report 0, Main synth FF type sky130_fd_sc_hd__dfxtp_1, Mapped Avg Cell Area 8.68 sq um, DRC marker count from the first detailed-route iteration 99, number of logic stages on the critical path including buffering 5, Post-CTS Setup Repair Bufs 0, number of filler instances in the final layout 611, CTS H-tree lvls 3, minimum setup slack in the final design 1280 ps, # port buffers 22, post-synthesis share of cell area spent on and, or, nand and nor gates 23.8%, Clock Skew 8.35 ps, synthesized area 2700 sq um, initial antenna violation count 0, final number of max-transition violations 0, cell count of the worst reg-to-reg path 5, number of cells in Yosys stat 311, root buffer cell sky130_fd_sc_hd__clkbuf_8, number of buffers added by the clock tree synthesis step 9, post-layout period usage 62.3%, Final min period 2120 ps, Clock Latency Late Sink 330 ps, number of enable-type register cells in the synthesized netlist 0, total global routing overflow 0, type of the worst setup path flop to flop, count of antenna diodes in the layout 0, layout-stage area growth over the synthesis result 16.4%, yosys stat chip area 2700 sq um, flop and latch count out of synthesis 57, Worst Path Required 3650 ps, Die X-Extent 84.2 um, total buffers and inverters traversed by the critical path 0, cells resized by post-CTS repair 0, FP Util 42.0%, # DRC 0, Placeable Area 6420 sq um
[Yosys cell counts, types with 4 or more instances]
cell type                  count  share of area (%)
sky130_fd_sc_hd__nor2b_1       6                1.4
sky130_fd_sc_hd__nand2_1      28                3.9
sky130_fd_sc_hd__nor3b_1       6                1.7
sky130_fd_sc_hd__a211o_1       7                2.3
sky130_fd_sc_hd__xnor2_1       5                1.6
sky130_fd_sc_hd__clkbuf_1      9                1.3
sky130_fd_sc_hd__nand4_1       4               0.93
sky130_fd_sc_hd__xor2_1       14                4.5
sky130_fd_sc_hd__nor2_1       33                4.6
sky130_fd_sc_hd__nand3_1      23                4.3
sky130_fd_sc_hd__o21ai_0      14                2.6
sky130_fd_sc_hd__ha_1          8                3.7
sky130_fd_sc_hd__o21a_1        4                1.1
sky130_fd_sc_hd__dfxtp_1      57                 42
sky130_fd_sc_hd__inv_1        16                2.2
sky130_fd_sc_hd__a21oi_1      24                4.4
[final timing paths]
| kind | startpoint | end |
|---|---|---|
| worst max-delay path | receiver.clk_div_reg[6] | receiver.clk_div_reg[2] |
| worst min-delay path | receiver.rx_STATE[1] | receiver.rx_STATE[0] |
| worst max register to register | receiver.clk_div_reg[6] | receiver.clk_div_reg[2] |
| worst min register to register | receiver.rx_STATE[1] | receiver.rx_STATE[0] |
[power breakdown]
part	switching (mW)	internal (mW)
Clock	0.239	0.256
Sequential	0.0120	0.680
Combinational	0.0354	0.0321
Total	0.287	0.968
[final cells by class]
type	instances	area [sq um]	share of cell area, %
inverters	16	60.1	1.91
repair buffers	24	235	7.49
multi-input cells	229	1470	46.6
clock inverters	1	5.00	0.159
flip-flops and latches	57	1140	36.3
well taps	77	96.3	3.07
clock buffers	13	139	4.42
[layer usage]
metal  GRT usage [%]  routed length, um  up-vias
met2            23.5               2130       28
met3            4.28                188        7
met1            25.8               2780     1015
met4            1.88                 61        0
li1                -                  -     1159
met5               0                  0        -
[per-stage QoR]
step,power [mW],cells,hold slack (ps),utilization (%)
after CTS,1.27,417,426,48.9
after floorplan,0.745,311,393,-
after detailed placement,0.775,403,412,46.7
after global routing,1.32,417,449,48.9
final,1.25,417,430,48.9
after global placement,0.775,403,417,46.7
[logic make-up (layout without fill, tap and decap cells)]
kind of cell             count (synthesis)  after routing
AND-OR/OR-AND                           71             71
XOR/XNOR                                19             19
adder cells (fa/ha/maj)                  8              8
buffers and inverters                   25             54
flip-flops                              57             57
multiplexers                             6              6
AND/OR/NAND/NOR                        125            125
Power figures rest on the tool's default switching activity, not on a simulated workload.
